### flow/config.mk
export PLATFORM = sky130hd
export DESIGN_NAME = System
export DESIGN_NICKNAME = System
export VERILOG_FILES = /design/flow/design.v
export SDC_FILE = /design/flow/constraint.sdc
export NUM_CORES = 4
export LEC_CHECK = 1
export CORE_AREA = 10 10 105 105
export DIE_AREA = 0 0 115 115
### flow/constraint.sdc
current_design System

set clk_period 3.1
set clk_io_pct 0.2

create_clock -name clk0 -period $clk_period [get_ports {Clk}]

set non_clock_inputs [all_inputs -no_clocks]
set_input_delay [expr $clk_period * $clk_io_pct] -clock clk0 $non_clock_inputs
set_output_delay [expr $clk_period * $clk_io_pct] -clock clk0 [all_outputs]
### flow/design.v
`timescale 1ns / 1ps
module Controller (
    input  wire       Reset,
    input  wire       Clk,
    output wire [3:0] AN,
    output wire       Selector
);
  reg [ 3:0] an = 4'b1111;
  reg        selector = 1'b0;
  reg [17:0] counter = 0;
  assign AN = an;
  assign Selector = selector;
  always @(posedge Clk) begin
    if (Reset) begin
      an <= 4'b1111;
      selector <= 1'b0;
      counter <= 18'b0;
    end else begin
      counter <= counter + 1;
      if(counter[17] == 0) begin
        an <= 4'b1110;
        selector <= 1'b0;
      end else begin
        an <= 4'b1101;
        selector <= 1'b1;
      end
    end
  end
endmodule
`timescale 1ns / 1ps
module Multiplexer (
    input  wire [3:0] In0,
    input  wire [3:0] In1,
    input  wire       Selector,
    output wire [3:0] DataOut
);
assign DataOut = Selector ? In1 : In0;
endmodule
`timescale 1ns / 1ps
module SevenSegmentDecoder (
    input  wire [3:0] DataIn,
    output reg [7:0] Segments
);
  always @(DataIn) begin
    case (DataIn)
      4'b0001: Segments = 8'b10011111;  
      4'b0010: Segments = 8'b00100101;  
      4'b0011: Segments = 8'b00001101;  
      4'b0100: Segments = 8'b10011001;  
      4'b0101: Segments = 8'b01001001;  
      4'b0110: Segments = 8'b01000001;  
      4'b0111: Segments = 8'b00011111;  
      4'b1000: Segments = 8'b00000001;  
      4'b1001: Segments = 8'b00001001;  
      4'b1010: Segments = 8'b00010001;  
      4'b1011: Segments = 8'b11000001;  
      4'b1100: Segments = 8'b01100011;  
      4'b1101: Segments = 8'b10000101;  
      4'b1110: Segments = 8'b01100001;  
      4'b1111: Segments = 8'b01110001;  
      default: Segments = 8'b00000011;  
    endcase
  end
endmodule
`timescale 1ns / 1ps
module System (
    input  wire [7:0] SW,
    input  wire       Reset,
    input  wire       Clk,
    output wire [7:0] Segments,
    output wire [3:0] AN
);
  wire Selector;
  wire [3:0] MuxOut;
  Controller ControllerInst (
      .Reset(Reset),
      .Clk(Clk),
      .AN(AN),
      .Selector(Selector)
  );
  SevenSegmentDecoder SevenSegmentDecoderInst (
      .DataIn  (MuxOut),
      .Segments(Segments)
  );
  Multiplexer MultiplexerInst (
      .In0(SW[3:0]),
      .In1(SW[7:4]),
      .Selector(Selector),
      .DataOut(MuxOut)
  );
endmodule
### flow/run.sh
#!/bin/bash
# OpenROAD 26Q1-2900-gdf79404cd8, Yosys 0.63+post, stock flow scripts
make -C /OpenROAD-flow-scripts/flow DESIGN_CONFIG=/design/flow/config.mk WORK_HOME=/design/flow/orfs finish
==> summary.txt <==
Flow results follow.

The flow ran to the end, and the final reports show no timing, DRC or antenna violations. The endpoint arrival time on the critical path is 2.40 ns. Of the synthesized area, sequential elements account for 0.3418. The worst-case reg-to-reg setup slack stands at 1.59 ns. The root buffer selected by CTS is sky130_fd_sc_hd__clkbuf_8. For reference, the mux area share after synthesis is 0.07426. In this run, the synthesized area fraction spent on AND-OR/OR-AND gates is recorded as 0.09054. Summed over all layers, the global routing overflow is 0. According to the floorplan report, the total die area is 13230 um^2. Once layout is done, the placed cells without fillers occupy 1597 um^2. Per the CTS log, the maximum H-tree level is 1. The overall global routing resource usage is 0.03691. The sink count of the clock tree is 21. The number of remaining DRC errors is 0.

Leaving out fill and tap cells, the most frequent cells in the layout are sky130_fd_sc_hd__dfxtp_1, sky130_fd_sc_hd__nor2_1, sky130_fd_sc_hd__clkdlybuf4s50_1. The shortest period the worst path allows is 3.019 ns. The xor and xnor fraction of the mapped netlist area is 0.08545. The placement-stage worst setup slack is 0.07598 ns. The warning total across the stage logs is 31. TritonRoute output was used to compute an average wire per cell of 9.023 um. The die outline height is 115 um. Counting flops with a built-in enable in the synthesized netlist gives 0.

For reference, the final report shows the hold violation count at 0. Entering global routing, the biggest net connects 22 pins. Per the slew report, the remaining headroom to the max-slew limit stands at 0.5341.

The antenna violation net count after detailed routing is 0. Setup repair after global routing could not meet its margin everywhere. Per the run summary, max-cap violations total 0. The final HPWL from detailed placement is 1779 um. The deepest clock path buffer count is 2. The number of antenna diodes is 0. Of all nets on the critical path, the largest fanout is 4. The final wirelength is 2364 um. The post-synthesis async set-or-reset flop share is 0. The flip-flop and latch count after synthesis is 21. The adder-cell share of the synthesized area is 0.07121. The gate count of the mapped netlist is 133. The count of distinct cell types in the synthesized netlist is 42. The analysis reports a worst IR drop on VDD of 0.1405 mV. STA classifies the critical path startpoint as an input pin. The worst path required time is 2.48 ns. The cell area power density is 326.6 nW/um^2. The violation tally from detailed-route iteration zero is 63. The max-slew violation count is 0.

The initial standard-cell utilization of the core is 0.1403. For reference, the critical path cell chain is clkdlybuf4s50_1 > mux2i_2 > buf_4 > buf_4 > ha_1 > nand2_1 > o2bb2ai_1 > clkdlybuf4s50_1. Among all stages on the critical path, the largest delay is contributed by sky130_fd_sc_hd__clkdlybuf4s50_1.

The slew at the pin with the worst max-slew slack is 0.6967 ns. The maximum single-stage delay on the critical path is 0.48 ns. Fill cells in the final layout number 973.

The horizontal die dimension is 115 um. Dividing the detail-routed via count by the number of cells gives 3.500. STA classifies the critical path endpoint as an output port. In the CTS report, the clock slew at the register clock pins of the worst setup and hold paths is listed as 0.07 ns.

The number of antenna violations at the first check in global routing came to 0. The leakage dissipation is 0.0005984 uW. The post-synthesis average cell area is 9.248 um^2. Per the synthesis report, the simple-gate share of the synthesized area is 0.2808. The stat command in Yosys gives a chip area of 1230 um^2. The maximum operating frequency is 0.3312 GHz.

As logged by OpenROAD, the buffers inserted on ports number 18. The final timing summary puts the cycle share of the worst path at 0.9740. The prevailing post-synth register cell is sky130_fd_sc_hd__dfxtp_1. The floorplan has 34 rows.

In the final layout, the share of cells above drive strength 1 is 0.1623. The number of global-route vias before repair is 953. The via count is 917.

The first global-routing pass estimated 4236 um of wire. In the final run the clock tree shows a worst skew of 0.004892 ns. The largest combinational cell category by area is simple AND/OR/NAND/NOR gates. After floorplanning, the core was sized to cover 8763 um^2. The clock tree from TritonCTS is yes.

In the log, the iteration count for the first detailed-route pass is 4. In this run the layout overhead on the synthesized area is reported as 29.81%. The number of buffers inserted during clock tree synthesis is 3.

Measured on the finished design, the core utilization comes to 0.1822. For this design the top-level I/O count stands at 22. The synthesized cell area is 1230 um^2.

The placer's final routability congestion estimate is 0.8267. The type of the worst setup path is in -> out. The post-synthesis cell count from yosys is 133.

Once routing completed, OpenROAD measured the worst setup slack at 0.08056 ns. The total setup violations reported at the end of the flow is 0. The number of warnings issued by yosys is 2. The placed standard-cell area is 1533 um^2. The path class of the tightest hold or removal check is reg -> reg. For the worst-skew pair, the clock arrives at the later sink with an insertion delay of 0.25 ns.
-- state kept, by name (all words and copies together), names as in the netlist --
name and count:
ControllerInst.selector 1, ControllerInst.counter 18, ControllerInst.an 2
-- what timing repair did --
item	CTS	global route
endpoints found under the hold margin	0	0
endpoints found under the setup margin	0	2
gates resized	0	5
setup buffers	0	1
hold buffers	0	0
-- area by class of cell --
cell class                      instances  area [um^2]  share of cell area
Clock buffer                            4        45.04             0.02821
Inverter                                8        30.03             0.01881
Multi-Input combinational cell        100        758.2              0.4749
Sequential cell                        21        420.4              0.2633
Tap cell                              108        135.1             0.08464
Timing Repair Buffer                   21        207.7              0.1301
-- synthesized netlist by cell type (3+ instances only) --
master	n	area (um^2)
sky130_fd_sc_hd__a21oi_1	3	15.01
sky130_fd_sc_hd__buf_4	3	22.52
sky130_fd_sc_hd__dfxtp_1	21	420.4
sky130_fd_sc_hd__ha_1	7	87.58
sky130_fd_sc_hd__inv_1	8	30.03
sky130_fd_sc_hd__mux2i_1	4	40.04
sky130_fd_sc_hd__nand2_1	7	26.28
sky130_fd_sc_hd__nand3_1	4	20.02
sky130_fd_sc_hd__nor2_1	21	78.83
sky130_fd_sc_hd__nor3_1	4	20.02
sky130_fd_sc_hd__xnor2_1	10	87.58
-- stage by stage --
step	std cells	hold WS, ns	power [uW]	setup TNS [ns]
after floorplan	135	0.4074	317.7	0
after global placement	257	0.4227	353.6	0
after detailed placement	257	0.4359	353.6	0
after CTS	261	0.4516	527.9	0
after global routing	262	0.4769	551.5	-0.01724
final	262	0.4412	521.5	0
-- report_power, final --
group	total (uW)	switching, uW	internal [uW]
combinational	68.8	27.7	41.1
sequential	279	5.00	274
clock	174	82.7	91.3
-- final timing paths --
kind / from / end / cells after the start
worst max register to register: ControllerInst.counter[0]$_SDFF_PP0_ / ControllerInst.counter[16]$_SDFF_PP0_ / 5
worst min register to register: ControllerInst.counter[17]$_SDFF_PP0_ / ControllerInst.an[1]$_SDFF_PP1_ / 1
worst max-delay path: SW[4] / Segments[5] / 8
worst min-delay path: ControllerInst.counter[17]$_SDFF_PP0_ / ControllerInst.an[1]$_SDFF_PP1_ / 1
-- worst max-delay path: cells and delay by family --
kind	cells	cell delay [ns]
buffers and inverters	4	1.16
and+or+nand+nor	1	0.06
muxes	1	0.26
AOI/OAI and AO/OA	1	0.14
adders and majority gates	1	0.14
-- cells by family after synthesis --
logic type,count (synthesis)
AOI/OAI and AO/OA,15
adders and majority gates,7
other,1
muxes,8
buffers and inverters,14
xor gates and xnor gates,12
and+or+nand+nor,55
DFF,21
-- layer usage --
layer  global-route usage  wire, um
met3              0.01108       165
met1              0.04910      1213
met2              0.05931       966
met4             0.004950        17
met5                    0         0
Power is estimated from default activity; no workload was simulated.
